==> /design/flow/design.v <==
`timescale 1ns / 1ps
module PicoBlaze_OutReg
	#(parameter LOCAL_PORT_ID = 8'h00)
	(
	clk,
	reset,
	port_id,
	write_strobe,
	out_port,
	new_out_port);
input  wire        clk;
input  wire        reset;
input  wire    	 [7:0] port_id;
input  wire        write_strobe;
input  wire        [7:0] out_port;
output reg  		 [7:0] new_out_port;
reg RegEnable=1;
	always @ (*)
	begin
		if (write_strobe == 1)
			begin
				case (port_id)
					LOCAL_PORT_ID: RegEnable = 1;
					default: RegEnable = 0;
				endcase
			end
		else
			RegEnable=0;
	end
	always @ (posedge clk, posedge reset)
	begin
		if(reset == 1)
			new_out_port <= 8'h00;
		else
			begin
				if(RegEnable == 1)
					new_out_port <= out_port;
				else
					new_out_port <= new_out_port;
			end
	end
endmodule
==> /design/flow/run.sh <==
#!/bin/bash
# OpenROAD 26Q1-2900-gdf79404cd8, Yosys 0.63+post, stock flow scripts
make -C /OpenROAD-flow-scripts/flow DESIGN_CONFIG=/design/flow/config.mk WORK_HOME=/design/flow/orfs finish
==> /design/flow/config.mk <==
export PLATFORM = sky130hd
export DESIGN_NAME = PicoBlaze_OutReg
export DESIGN_NICKNAME = PicoBlaze_OutReg
export VERILOG_FILES = /design/flow/design.v
export SDC_FILE = /design/flow/constraint.sdc
export NUM_CORES = 4
export LEC_CHECK = 1
export CORE_AREA = 10 10 70 70
export DIE_AREA = 0 0 80 80
==> /design/flow/constraint.sdc <==
current_design PicoBlaze_OutReg

set clk_period 1.5
set clk_io_pct 0.2

create_clock -name clk0 -period $clk_period [get_ports {clk}]

set non_clock_inputs [all_inputs -no_clocks]
set_input_delay [expr $clk_period * $clk_io_pct] -clock clk0 $non_clock_inputs
set_output_delay [expr $clk_period * $clk_io_pct] -clock clk0 [all_outputs]
==> impl_metrics.tcl <==
# flow metrics
set metrics [dict create \
    status "finished, final reports clean" \
    powerDensity_nw_per_um2 678.7 \
    dieArea_um2 6400 \
    drive_gt1_frac 0.2745 \
    rows 21 \
    n_antenna_cell 0 \
    required_ps 1620 \
    area_growth_syn_to_layout_pct 101.1 \
    grt_pass1_vias 315 \
    cp.arrival_ps 1550 \
    top_register "new_out_port" \
    postSynthSeqShare 0.5818 \
    via_count 285 \
    pin_count 27 \
    synthMuxAreaShare 0.2618 \
    ys_sh_simple 0.1455 \
    postCtsSetupBuffers 0 \
    cts-resized-gates 0 \
    gp_congestion 0.8048 \
    grt_setup_unrepaired "no" \
    tightest_slew_ps 296.7 \
    criticalPathCategory "input pin to register" \
    aoi_share 0 \
    vias_per_cell 2.938 \
    yosysTopAreaCellShare 0.5818 \
    ant_nets 0 \
    grt_pass1_wl_mm 1.621 \
    htree_levels 1 \
    drv_slew 0 \
    synth-xor-area-share 0 \
    dr.pass1.iters 2 \
    port_buffers 26 \
    slowest_stage "clkdlybuf4s50_1" \
    warning_count 25 \
    die_h_um 80 \
    wl_mm 1.027 \
    cts_tree "built" \
    ys_chip_area_um2 344.1 \
    startpoint_type "input pin" \
    max_slew_margin 0.8020 \
    clock-root-buffer "clkbuf_4" \
    placed_cell_area_um2 669.4 \
    mostFrequentLayoutCell "clkdlybuf4s50_1" \
    antenna_found_initial 0 \
    crit_path_max_incr_delay_ps 440 \
    setup_viol 0 \
    grt_max_degree 9 \
    final.setup.tns_ps 0 \
    holdCritPathClass "input pin to asynchronous set/reset pin" \
    maxCapViolations 0 \
    ys_cells 21 \
    synth.distinct_cells 7 \
    cts_buffers 3 \
    die-width_um 80 \
    ys_warn_count 1 \
    drt-initial-drc-count 5 \
    fill_cells 377 \
    power_uw 469.6 \
    largest_reg_flops 8 \
    cts_buffer_depth 2 \
    fin_skew_ps 0 \
    coreArea_um2 3416 \
    path_clk_slew_ps 50 \
    synth.logic.top_family "multiplexers" \
    clock_latency_ps 240 \
    cp_cell_sequence "clkdlybuf4s50_1, nor4b_4, nand3_4, mux2_2" \
    routedWlPerCell_um 10.59 \
    syn-instance-count 21 \
    finalCriticalPeriod_ps 1425 \
    vdd_drop_max_uv 180.3 \
    fa_ha_area_frac 0 \
    end_kind "register" \
    reg_top3 "new_out_port (8)" \
    clock_sinks 8 \
    drc 0 \
    p_leak_nw 0.2913 \
    post-route-period-util 0.9502 \
    syn_area_um2 344.1 \
    synth_area_leader_cell "dfrtp_1" \
    synth.avg_cell_area_um2 16.38 \
    grt_overflow 0 \
    ys_ff 8 \
    finalInstanceArea_um2 691.9 \
    hold_viol_final 0 \
    track_usage 0.03121 \
    fp_util 0.1007 \
    clock.fmax_mhz 701.6 \
    cts-hold-fix-buffers 0 \
    topCellsByArea "dfrtp_1 (58%), mux2_2 (26%), nor4b_4 (6.9%)" \
    final_cell_mix "clkdlybuf4s50_1 (26), mux2_2 (8), dfrtp_1 (8), clkbuf_4 (3)" \
    worstPathMaxFanout 8 \
]
## cell usage after synthesis
cell type	instances
nand3_4	1
dfrtp_1	8
nor2_1	1
nor4b_4	1
mux2_2	8
inv_1	1
nor3_1	1
## area by class of cell
cell class / count / area [um^2] / area share
clock buffers: 3 / 22.52 / 0.03255
well taps: 46 / 57.56 / 0.08318
multi-input cells: 12 / 140.1 / 0.2025
flip-flops and latches: 8 / 200.2 / 0.2893
repair buffers: 27 / 267.8 / 0.3870
inverters: 1 / 3.754 / 0.005425
## worst paths after layout
| kind | cells after the start | to | startpoint | slack (ps) |
|---|---|---|---|---|
| max | 4 | new_out_port[7] | port_id[4] | 70 |
| min | 2 | new_out_port[6] | reset | 300 |
| max reg2reg | 1 | new_out_port[3] | new_out_port[3] | 740 |
| min reg2reg | 1 | new_out_port[7] | new_out_port[7] | 500 |
| max in group asynchronous | 2 | new_out_port[2] | reset | 970 |
| min in group clk0 | 1 | new_out_port[7] | new_out_port[7] | 500 |
## cells by family after synthesis
logic type             after synthesis
multiplexers                         8
buffers and inverters                1
flip-flops                           8
AND/OR/NAND/NOR                      4
## worst max-delay path, delay by kind of cell
kind / cells / cell delay [ps]
buf+inv: 1 / 440
simple gates: 2 / 500
mux: 1 / 300
## per-stage QoR
step / setup WS [ps] / hold slack (ps) / util / cells
after floorplan: 347.0 / 115.7 / - / 21
after global placement: -170.6 / 488.1 / 0.1960 / 94
after detailed placement: -198.9 / 494.2 / 0.1960 / 94
after CTS: 53.51 / 313.5 / 0.2026 / 97
after global routing: 3.034 / 324.6 / 0.2026 / 97
final: 74.71 / 302.5 / 0.2026 / 97
## per-layer routing
layer | vias to the layer above | track usage | part of all wire
li1 | 135 | - | -
met1 | 131 | 0.03716 | 0.39
met2 | 17 | 0.04976 | 0.47
met3 | 2 | 0.01136 | 0.11
met4 | 0 | 0.01232 | 0.033
met5 | - | 0 | 0
## report_power, final
group	internal, mW	leakage (nW)	total, mW	switching [mW]
logic	0.0683	0.167	0.0868	0.0185
registers	0.226	0.110	0.232	0.00516
clock network	0.0907	0.0138	0.151	0.0605
Power figures rest on the tool's default switching activity, not on a simulated workload.
